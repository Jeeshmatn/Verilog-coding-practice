## flow/design.v

```verilog
module ALU(input [3:0]A,
           input [3:0]B,
           input [2:0]sel,
           output reg [3:0]result,
           output reg carryout,
           output reg zero
          );
  reg [4:0] temp;
  always @ (*)begin
    result=0;
    carryout=0;
    temp=0;
    case(sel)
      3'b000	:  begin
      temp  =  A + B ;
      result =temp[3:0];
      carryout=temp[4];
      end
      3'b001	:   begin
      temp  = {1'b0,A}-{1'b0,B};
      result =temp[3:0];
      carryout=temp[4];
      end
      3'b010	:  result  =  A & B ;
      3'b011	:  result  =  A | B ;
      3'b100	:  result  =  A ^ B ;
      3'b101	:  result  =  ~A	;
      3'b110	:  begin
      temp  =   A + 1  ;
      result =temp[3:0];
      carryout=temp[4];
      end
      3'b111	:  begin
      temp  =  A - 1	  ;
      result =temp[3:0];
      carryout=temp[4];
      end
    endcase
    if(result==4'b0000)
      zero=1;
    else 
    zero=0;
  end
endmodule
```

## flow/run.sh

```bash
#!/bin/bash
# OpenROAD 26Q1-2900-gdf79404cd8, Yosys 0.63+post, stock flow scripts
make -C /OpenROAD-flow-scripts/flow DESIGN_CONFIG=/design/flow/config.mk WORK_HOME=/design/flow/orfs finish
```

## flow/config.mk

```make
export PLATFORM = sky130hd
export DESIGN_NAME = ALU
export DESIGN_NICKNAME = ALU
export VERILOG_FILES = /design/flow/design.v
export SDC_FILE = /design/flow/constraint.sdc
export NUM_CORES = 4
export LEC_CHECK = 1
export CORE_AREA = 10 10 80 80
export DIE_AREA = 0 0 90 90
```

## flow/constraint.sdc

```tcl
current_design ALU

set clk_period 3.1
set clk_io_pct 0.2

create_clock -name clk0 -period $clk_period

set non_clock_inputs [all_inputs -no_clocks]
set_input_delay [expr $clk_period * $clk_io_pct] -clock clk0 $non_clock_inputs
set_output_delay [expr $clk_period * $clk_io_pct] -clock clk0 [all_outputs]
```

==> impl.org <==
#+TITLE: Synthesis and PnR summary

** Die
- The floorplan has 25 rows.
- The floorplan step defined a die boundary enclosing 8100 um^2.
- Per the OpenROAD floorplan log, the width of the die is 90 um.
- Die span in y :: 90 um
- Starting Density :: 17.7%
- The floorplan report gives the top-level pin count as 17.
- The total area inside the core boundary comes to 4720 um^2.

** Worst hold path
- Hold/Removal Path Class :: in2out
- The worst hold path passes through 5 cells.
- Worst hold path startpoint :: sel[1]
- Worst min-delay path endpoint :: carryout

** Critical path
- Cell seen most often among critical-path stages :: sky130_fd_sc_hd__a21oi_2
- STA classifies the critical path endpoint as a primary output.
- Start-to-end type of the worst setup path :: in2out
- STA puts the critical path data arrival time at 2.42 ns.
- Data required time at the worst endpoint :: 2.48 ns
- Cell Chain, Critical Path :: buf_8 -> inv_4 -> ha_4 -> inv_2 -> fa_2 -> and3b_1 -> o21ai_2 -> a21oi_2 -> a2111oi_4 -> a21oi_2 -> buf_4 -> nor4_2 -> buf_2
- Critical-path top delay cell :: sky130_fd_sc_hd__fa_2
- Of all nets on the critical path, the largest fanout is 2.
- Startpoint type of the worst setup path :: input pin
- Crit path largest cell delay :: 0.33 ns

** Detailed routing
- Mean routed wirelength per cell :: 11.3 um
- Uppermost signal routing layer after detailed routing :: met4
- Summed over all nets, wire length on met2 after detailed routing comes to 1310 um.
- After detailed routing, the number of vias per cell comes to 4.22.
- Drt initial violations :: 67
- First-pass iteration count of the detailed router :: 4
- The routed layout reports a DRC error count of 0.
- Nets still carrying antenna violations after routing amount to 0.
- In the per-layer breakdown of the detailed-route log, met1 shows 1400 um.
- For this run, the script counts the antenna cells in the layout as 0.
- WL final :: 2830 um
- Via count :: 1054
- Detailed-routed wire length on met3 :: 115 um

** Run
- Number of warning messages in the logs :: 44
- Max-cap violations :: 0

** Layout
- Layout sequential cell count :: 0
- Layout clock buffer count :: 0
- Area growth from synthesis to layout :: 99.6%
- Multi-input gate area in the final layout :: 908 um^2
- Top cells excl fill/tap :: sky130_fd_sc_hd__buf_4 (48), sky130_fd_sc_hd__ha_1 (11), sky130_fd_sc_hd__buf_6 (10)
- Fill cells in the final layout number 449.
- Final core area utilization :: 35.3%
- Share of post-route cells with drive strength above 1 :: 56.8%
- Most numerous logic cell after layout :: sky130_fd_sc_hd__buf_4
- Total area of sequential cells :: 0 um^2

** Placement
- Half-perimeter wire length after detailed placement :: 2130 um
- RePlAce ended its routability-driven mode at a weighted congestion of 0.831.
- The pre-CTS setup check shows a worst slack of -0.885 ns.
- Per the placement log, port buffering inserted 17 buffers.

** Timing
- Across all setup checks in the final design, the least slack found is 0.0622 ns.
- Derived from the worst setup path, the maximum achievable clock frequency is 0.329 GHz.
- The end-of-flow timing check tallies setup violations at 0.
- Final hold violation count :: 0
- Headroom to the max-slew limit :: 77.9%
- Worst-margin pin slew :: 0.331 ns
- Count of final max-slew check failures :: 0
- Setup TNS Final :: 0 ns
- The worst path uses 98.0% of the clock period.
- After layout, the minimum clock period comes to 3.04 ns.
- Setup repair after global routing could not meet its margin everywhere.

** Global route
- Maximum number of pins on one net before global-route repair :: 10
- The first global-routing pass estimated 4700 um of wire.
- Recorded from the global router log, the overflow total was 0.
- Initial antenna violation count :: 0
- Via count of the first global-routing pass :: 1027
- Overall global routing resource usage :: 6.54%

** Synth
- Looking at area per cell type in the netlist, the leader is sky130_fd_sc_hd__ha_1.
- Chip area line of the yosys report :: 835 um^2
- Largest type area fraction :: 25.5%
- Cell count after synthesis :: 113
- Count of distinct cell types in the synthesized netlist :: 39
- Warnings reported by Yosys during synthesis add up to 1.
- Average footprint of a synthesized cell :: 7.39 um^2
- Largest cells by area after synthesis :: sky130_fd_sc_hd__ha_1 (25%), sky130_fd_sc_hd__inv_1 (6.7%), sky130_fd_sc_hd__a21oi_1 (4.8%)
- In this run the cell area of the synthesized design comes to 835 um^2.
- The synth_stat.txt file lists the number of cells as 113.
- Of the synthesized area, sequential elements account for 0%.

** Run status
- Run status :: completed

** Power
- For this design the static power due to leakage is 0.790 nW.
- Power per unit of standard cell area :: 160 nW/um^2
- Maximum VDD drop :: 61.6 uV

** Clock tree
- Buffers inserted to repair hold after CTS numbered 0.
## metrics by stage
step                      std cells  hold slack, ns  power, mW  instance area, um^2
after global routing            250            1.95      0.291                 1670
final                           250            1.91      0.266                 1670
after floorplan                 113            1.43     0.0922                  835
after detailed placement        235            2.51      0.205                 1370
after global placement          235            2.53      0.205                 1370
after CTS                       246            1.92      0.250                 1600
## power by group
| group | total (mW) | switching (mW) | internal (mW) |
|---|---|---|---|
| combinational | 0.266 | 0.113 | 0.153 |
| clock | 0 | 0 | 0 |
| sequential | 0 | 0 | 0 |
## kinds of logic after synthesis
logic type | after synthesis | share of synthesized area, %
adders and majority gates | 19 | 30.3
xor gates and xnor gates | 6 | 6.30
AOI/OAI and AO/OA | 34 | 28.5
buffers and inverters | 20 | 11.4
and+or+nand+nor | 33 | 22.3
muxes | 1 | 1.20
## synthesized netlist by cell type, types with 2 or more instances
cell type and count:
sky130_fd_sc_hd__o211ai_1 2, sky130_fd_sc_hd__buf_6 2, sky130_fd_sc_hd__nor2_1 8, sky130_fd_sc_hd__a221oi_1 3, sky130_fd_sc_hd__inv_1 15, sky130_fd_sc_hd__nand3_1 2
sky130_fd_sc_hd__a21oi_1 8, sky130_fd_sc_hd__xnor2_1 4, sky130_fd_sc_hd__nor2b_1 3, sky130_fd_sc_hd__nand2b_1 3, sky130_fd_sc_hd__o21ai_0 6, sky130_fd_sc_hd__o21ai_1 3
sky130_fd_sc_hd__fa_1 2, sky130_fd_sc_hd__a22o_1 2, sky130_fd_sc_hd__nand2_1 8, sky130_fd_sc_hd__xor2_1 2, sky130_fd_sc_hd__nor3_1 2, sky130_fd_sc_hd__ha_1 17
## how the worst max path moves through the flow
stage,start,to,cells after the start
finish,A[0],zero,13
global route,A[0],zero,13
CTS,A[0],result[2],13
## final cells by class
| type | instances | share of cell area (%) |
|---|---|---|
| repair buffers | 74 | 36.7 |
| well taps | 67 | 5.03 |
| multi-input cells | 93 | 54.5 |
| inverters | 16 | 3.76 |
## repair_timing
action	CTS	global route
resized	75	18
setup buffers	11	4
setup endpoints to repair	6	4
pin swaps	24	13
## critical path, delay by kind of cell
kind / cells / cell delay [ns]
compound gates: 4 / 0.52
fa+ha+maj: 2 / 0.45
buf+inv: 5 / 0.45
simple gates: 2 / 0.38
## per-layer routing
metal | vias up | GRT usage [%]
met3 | 2 | 0.922
met2 | 20 | 11.3
met4 | 0 | 0
met1 | 497 | 8.91
met5 | - | 0
li1 | 535 | -
No activity file was given, so power comes from the tool's default toggle rates.
